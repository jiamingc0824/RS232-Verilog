`/design/flow/design.v`:
```
`timescale 1ns / 1ps
module D4to7Decoder(
    input [3:0] q,
    output [6:0] seg
    );
assign seg = (q == 4'h0)? 7'b0000001:
             (q == 4'h1)? 7'b1001111:
             (q == 4'h2)? 7'b0010010:
             (q == 4'h3)? 7'b0000110:
             (q == 4'h4)? 7'b1001100:
             (q == 4'h5)? 7'b0100100:
             (q == 4'h6)? 7'b0100000:
             (q == 4'h7)? 7'b0001111:
             (q == 4'h8)? 7'b0000000:
             (q == 4'h9)? 7'b0000100:
             (q == 4'hA)? 7'b0001000:
             (q == 4'hB)? 7'b1100000:
             (q == 4'hC)? 7'b0110001:
             (q == 4'hD)? 7'b1000010:
             (q == 4'hE)? 7'b0110000:
             (q == 4'hF)? 7'b0111000:
             7'b1111111;
endmodule
`timescale 1ns / 1ps
module RS232(
    input Reset,
    input Clock16x,
    input Rxd,
    input Send,
    input [7:0] DataIn,
    output [7:0] DataOut1,
    output [7:0] DataOut2,
    output Txd
    );
RS232Rxd RS232Rxd_inst
(
    .Reset (Reset),
    .Clock16x (Clock16x),
    .Rxd (Rxd),
    .DataOut1 (DataOut1),
    .DataOut2 (DataOut2)
);
RS232Txd RS232Txd_inst
(
    .Reset (Reset),
    .Clock16x (Clock16x),
    .Send (Send),
    .DataIn (DataIn),
    .Txd  (Txd)
);
endmodule
`timescale 1ns / 1ps
module RS232Rxd(
    input Reset,
    input Clock16x,
    input Rxd,
    output [7:0] DataOut1,
    output [7:0] DataOut2
    );
parameter stIdle = 2'b00, stData = 2'b01, stStop = 2'b11;
reg [1:0] presState, nextState;
reg iReset, iRxd1, iRxd2, iClock1xEnable;
reg iClock1x = 1'b1;
reg iEnableDataOut;
reg [3:0] iClockDiv       = 4'b1010;
reg [7:0] iDataOut1       = 8'b00000000;
reg [7:0] iDataOut2       = 8'b00000000;
reg [7:0] iShiftRegister  = 8'b00000000;
reg [3:0] iNoBitsReceived = 4'b0000;
always@(posedge Clock16x)
begin
    if (Reset == 1'b1 || iReset == 1'b1) begin
        iRxd1          <= 1'b1;
        iRxd2          <= 1'b1;
        iClock1xEnable <= 1'b0;
        iClockDiv      <= 4'b1010;
    end else begin
        iRxd1 <= Rxd;
        iRxd2 <= iRxd1;
    end
    if (iRxd1 == 1'b0 && iRxd2 == 1'b1) 
        iClock1xEnable <= 1'b1;
    else if (iClock1xEnable == 1'b1) begin
        iClockDiv <= iClockDiv + 1'b1;
        iClock1x <= iClockDiv[3];
    end
end
always@(iClock1x or iClock1xEnable)
begin
    if (iClock1xEnable == 1'b0) begin
        iNoBitsReceived <= 4'h0;
        presState <= stIdle;
    end else if(iClock1x == 1'b1) begin
        iNoBitsReceived <= iNoBitsReceived + 1'b1;
        presState <= nextState;
    end
    if (iClock1x == 1'b1) begin
        if (iEnableDataOut == 1'b1) begin
            iDataOut2 <= iDataOut1;
            iDataOut1 <= iShiftRegister;            
        end else begin
            iShiftRegister <= {Rxd, iShiftRegister[7:1]};
        end
    end
end
assign DataOut1 = iDataOut1;
assign DataOut2 = iDataOut2;
always@(presState, iClock1xEnable, iNoBitsReceived)
begin
    iReset <= 1'b0;
    iEnableDataOut <= 1'b0;
    case (presState)
        stIdle : begin
            if(iClock1xEnable == 1'b1)
                nextState <= stData;
            else
                nextState <= stIdle;
        end 
        stData : begin
            if(iNoBitsReceived == 4'b1000) begin
                iEnableDataOut <= 1'b1;
                nextState <= stStop;
            end else begin
                iEnableDataOut <= 1'b0;
                nextState <= stData;
            end
        end
        stStop : begin
            nextState <= stIdle;
            iReset <= 1'b1;
        end
    endcase
end
endmodule
`timescale 1ns / 1ps
module RS232Txd(
    input Reset,
    input Clock16x,
    input Send,
    input [7:0] DataIn,
    output Txd
    );
parameter stIdle = 2'b00, stData = 2'b01, stStop = 2'b11;
reg [1:0] presState, nextState;
reg iReset, iSend, iEnableTxdBuffer, iEnableShift, iClock1xEnable, iClock1x;
reg [8:0] iTxdBuffer = 9'b11111111;
reg [3:0] iClockDiv       = 4'b1010;
reg [3:0] iNoBitsSent = 4'b0000;
always@(posedge Clock16x)
begin
    if (Reset == 1'b1 || iReset == 1'b1) begin
        iClock1x       <= 1'b0;
        iClock1xEnable <= 1'b0;
        iClockDiv      <= 4'b1010;
    end else begin
        iSend <= Send;
    end
    if (Send == 1'b0 && iSend == 1'b1 && iClock1xEnable == 1'b0) 
        iClock1xEnable <= 1'b1;
    if (iClock1xEnable == 1'b1) begin
        iClockDiv <= iClockDiv + 1'b1;
        iClock1x <= iClockDiv[3];
    end
end
always@(iClock1x or iClock1xEnable)
begin
    if (iClock1xEnable == 1'b0) begin
        iNoBitsSent <= 4'h0;
        presState <= stIdle;
    end else if(iClock1x == 1'b1) begin
        presState <= nextState;
        if (iEnableTxdBuffer == 1'b1) begin
            iTxdBuffer <= {DataIn, 1'b0};      
        end
        if (iEnableShift == 1'b1) begin
            iNoBitsSent <= iNoBitsSent + 1'b1;
            iTxdBuffer <= {1'b1, iTxdBuffer[8:1]};
        end
    end
end
assign Txd = iTxdBuffer[0];
always@(presState, iClock1xEnable, iNoBitsSent)
begin
    iReset <= 1'b0;
    iEnableTxdBuffer <= 1'b0;
    iEnableShift <= 1'b0;
    case (presState)
        stIdle : begin
            if(iClock1xEnable == 1'b1) begin
                nextState <= stData;
                iEnableTxdBuffer <= 1'b1;
            end else
                nextState <= stIdle;
        end 
        stData : begin
            if(iNoBitsSent == 4'b1001) begin
                nextState <= stStop;
            end else begin
                iEnableShift <= 1'b1;
                nextState <= stData;
            end
        end
        stStop : begin
            nextState <= stIdle;
            iReset <= 1'b1;
        end
    endcase
end
endmodule
`timescale 1ns / 1ps
module Scan4Digit(
    input [6:0] digit0,
    input [6:0] digit1,
    input [6:0] digit2,
    input [6:0] digit3,
    input clock,
    output [3:0] an,
    output ca,
    output cb,
    output cc,
    output cd,
    output ce,
    output cf,
    output cg
    );
reg [15:0] iCount16;
wire [6:0] iDigitOut;
always@(posedge clock)
begin
    iCount16 = iCount16 + 1'b1;
end
assign iDigitOut = (iCount16[15:14] == 2'b00)? digit0:
                   (iCount16[15:14] == 2'b01)? digit1:
                   (iCount16[15:14] == 2'b10)? digit2:
                   (iCount16[15:14] == 2'b11)? digit3:
                   digit0;
assign an = (iCount16[15:14] == 2'b00)? 4'b1110:
            (iCount16[15:14] == 2'b01)? 4'b1101:
            (iCount16[15:14] == 2'b10)? 4'b1011:
            (iCount16[15:14] == 2'b11)? 4'b0111:
            4'b1110; 
assign ca = iDigitOut[6];
assign cb = iDigitOut[5];
assign cc = iDigitOut[4];
assign cd = iDigitOut[3];
assign ce = iDigitOut[2];
assign cf = iDigitOut[1];
assign cg = iDigitOut[0];
endmodule
`timescale 1ns / 1ps
module TopLevel(
    input Rxd,
    input Send,
    input Reset,
    input SystemClock,
    input [7:0] DataIn,
    output Txd,
    output [3:0] An,
    output Ca,
    output Cb,
    output Cc,
    output Cd,
    output Ce,
    output Cf,
    output Cg
    );
wire iClock16x;
wire [6:0] iDigitOut3;
wire [6:0] iDigitOut2;
wire [6:0] iDigitOut1;
wire [6:0] iDigitOut0;
wire [7:0] iDataOut1;
wire [7:0] iDataOut2;
reg [8:0] iCount9;
always@(posedge SystemClock)
begin
    if (Reset == 1'b1 || iCount9 == 9'b101000101) begin
        iCount9 <= 9'b000000000;   
    end else begin
        iCount9 <= iCount9 + 1'b1;
    end
end
assign iClock16x = iCount9[8];
RS232 RS232_inst
(
    .Reset (Reset),
    .Clock16x (iClock16x),
    .Rxd (Rxd),
    .Send (Send),
    .DataIn (DataIn),
    .DataOut1 (iDataOut1),
    .DataOut2 (iDataOut2),
    .Txd (Txd)
);
D4to7Decoder D4to7Decoder_inst1
(
    .q (iDataOut1[3:0]),
    .seg (iDigitOut0)
);
D4to7Decoder D4to7Decoder_inst2
(
    .q (iDataOut1[7:4]),
    .seg (iDigitOut1)
);
D4to7Decoder D4to7Decoder_inst3
(
    .q (iDataOut2[3:0]),
    .seg (iDigitOut2)
);
D4to7Decoder D4to7Decoder_inst4
(
    .q (iDataOut2[7:4]),
    .seg (iDigitOut3)
);
Scan4Digit Scan4Digit_inst
(
    .digit0 (iDigitOut0),
    .digit1 (iDigitOut1),
    .digit2 (iDigitOut2),
    .digit3 (iDigitOut3),
    .clock (SystemClock),
    .an (An),
    .ca (Ca),
    .cb (Cb),
    .cc (Cc),
    .cd (Cd),
    .ce (Ce),
    .cf (Cf),
    .cg (Cg)
);
endmodule
```
`/design/flow/run.sh`:
```
#!/bin/bash
# OpenROAD 26Q1-2900-gdf79404cd8, Yosys 0.63+post, stock flow scripts
make -C /OpenROAD-flow-scripts/flow DESIGN_CONFIG=/design/flow/config.mk WORK_HOME=/design/flow/orfs finish
```
`/design/flow/config.mk`:
```
export PLATFORM = sky130hd
export DESIGN_NAME = TopLevel
export DESIGN_NICKNAME = TopLevel
export VERILOG_FILES = /design/flow/design.v
export SDC_FILE = /design/flow/constraint.sdc
export NUM_CORES = 4
export LEC_CHECK = 1
export CORE_UTILIZATION = 30
```
`/design/flow/constraint.sdc`:
```
current_design TopLevel

set clk_period 2.3
set clk_io_pct 0.2

create_clock -name clk0 -period $clk_period [get_ports {SystemClock}]

set non_clock_inputs [all_inputs -no_clocks]
set_input_delay [expr $clk_period * $clk_io_pct] -clock clk0 $non_clock_inputs
set_output_delay [expr $clk_period * $clk_io_pct] -clock clk0 [all_outputs]
```
==> notes.md <==
flow finished, numbers: status=finished with violations, failing checks=design-rule violations, H-tree depth=1, worst slack at placement=0.218 ns, Worst setup EP type=output pin, CTS max path bufs=2, endpoints left unconstrained=72, detailed-router iteration count before antenna repair=45, HPWL after detailed placement=4560 um, Max Slew Vio Count=0, Final Setup Violations=0, worst reg2reg path depth=6, root buf cell=clkbuf_16, Non-Filler Instances=563, # diodes=0, Synth Area per Inst=8.76 sq um, VDD IR-drop max=257 uV, synthesis-stage register bit count=89, number of global-route vias before repair=2354, CTS tree=yes, reg2reg start=Scan4Digit_inst.iCount16[0], antenna viol nets, final=0, ys cells=411, clk slew on worst S/H paths=0.06 ns, global-route wire length before repair=10200 um, tool warnings=28, I/O Buffers=23, pwr dens=218 nW/um^2, Cell Rows=39, vias per std cell=4.83, CP peak stage delay=0.46 ns, routability cong.=0.820, startpoint types=flip-flop, Top cell excl fill/tap=dlxtn_1, Rel. slew slack=56.6%, GRT Util Overall=9.71%, FF-to-FF setup slack=0.83 ns, chip area=12500 sq um, register pins left without a clock=64, Top cells excl fill/tap=dlxtn_1 (49), nor2_1 (35), nand2_1 (34), Final WS setup=0.0450 ns, area figure in the yosys stat output=3600 sq um, critical path required time=1.84 ns, hold violation count in the final report=0, Async SR Flop Fraction=0%, fp_density=31.1%, share of cells above drive strength 1=5.71%, Hold Path End=Scan4Digit_inst.iCount16[0], average wire per standard cell=10.5 um, die width=112 um, Crit Path Category=reg2out, # hold bufs at CTS=0, slowest library cell on the worst path=clkdlybuf4s50_1, via count=2717, Hold Path Depth=1, Core ar.=11600 sq um, Synth cell types=58, Hold Crit Class=reg2reg, largest net degree at the start of global routing=19, reg-to-reg endpoint=Scan4Digit_inst.iCount16[14], initial antenna violation count=0, Synth Cell Area=3600 sq um, remaining global-route overflow=0, post-route minimum period=2.25 ns, HP Start=Scan4Digit_inst.iCount16[0], number of enable flip-flop cells=7, Clock Skews=0.00225 ns, WL final=5920 um, max capacitance violation total=0, DRC Markers=6, fin crit share=98.0%, Cells after Synth=411, top_reg_cell synth=dlxtn_1, synth warn=29, Least-Margin Pin Slew=0.645 ns, DR iter-0 viols=141, Layout Area Growth over Synthesis=11.7%, Worst EP arrival=1.79 ns, Chip Height=112 um, fill cell count=1134, Max Freq=443 MHz, Leak=1.59 nW, maximum fanout along the worst path=8, WHS=0.403 ns, TritonCTS Buffers=3, clk latency late pin=0.25 ns, Inst Count DP=558, I/O pins=24, CP cell instances=nand2b_4, a311o_1, a21boi_1, a221o_1, clkdlybuf4s50_1
-- logic make-up (layout without fill, tap and decap cells) --
kind of cell	after synthesis	in the layout	synth area share, %
AND-OR/OR-AND	82	82	15.2
multiplexers	10	10	3.06
XOR/XNOR	30	30	7.29
flip-flops	40	40	24.2
adder cells (fa/ha/maj)	9	9	3.13
buffers and inverters	40	49	5.35
AND/OR/NAND/NOR	151	151	21.4
latches	49	49	20.4
-- critical path, delay by kind of cell (launching register included) --
family          cells  cell delay [ns]
flops               1             0.37
buf+inv             1             0.46
compound gates      3             0.56
simple gates        1             0.15
-- layout make-up --
cell class                      count  area (sq um)  area share [%]
Clock buffer                        3          75.1            1.87
Clock inverter                      1          5.00           0.124
Inverter                           16          60.1            1.49
Multi-Input combinational cell    282          1810            45.0
Sequential cell                    89          1610            40.0
Tap cell                          143           179            4.45
Timing Repair Buffer               29           283            7.03
-- synth_stat cells, types with 3 or more instances --
library cell	count	area [sq um]
nand2b_1	12	75.1
nor3_1	3	15.0
xor2_1	16	140
o21a_1	4	30.0
nand2_1	34	128
nand3b_1	3	22.5
a21oi_1	18	90.1
xnor2_1	14	123
nor2b_1	10	62.6
nor3b_1	5	37.5
dlxtn_1	49	736
a311oi_1	3	26.3
o21ai_0	21	105
edfxtp_1	7	210
nand4b_1	3	26.3
buf_2	10	50.1
ha_1	9	113
buf_6	3	33.8
nor4b_1	3	26.3
inv_1	15	56.3
nor2_1	35	131
nand3_1	20	100
clkbuf_1	9	33.8
mux2_2	8	90.1
dfxtp_1	33	661
a211oi_1	4	30.0
and3_1	3	18.8
and2_1	12	75.1
or3_1	3	18.8
-- state kept, by name (all words and copies together) (netlist names), 8 cells and up --
register	flops
RS232_inst.RS232Rxd_inst.iShiftRegister	8
Scan4Digit_inst.iCount16	16
RS232_inst.RS232Txd_inst.iTxdBuffer	9
RS232_inst.RS232Rxd_inst.iDataOut1	8
iCount9	9
RS232_inst.RS232Rxd_inst.iDataOut2	8
-- timing repair --
action | 4_1_cts | 5_1_grt
endpoints found under the setup margin | 3 | 4
buffers inserted | 0 | 1
pin swaps | 0 | 2
resized | 3 | 3
-- stage by stage --
stage | cell area (sq um) | util, % | total power (W) | setup TNS (ns)
after CTS | 4010 | 34.6 | 0.000895 | 0
after floorplan | 3600 | - | 0.000485 | 0
after detailed placement | 3920 | 33.9 | 0.000511 | 0
after global placement | 3920 | 33.9 | 0.000509 | 0
final | 4020 | 34.8 | 0.000877 | 0
after global routing | 4020 | 34.8 | 0.000917 | -0.0132
-- power breakdown --
group          internal, W  switching, W  leakage, nW
clock             0.000234      0.000144       0.0409
sequential        0.000446    0.00000606        0.724
combinational    0.0000292     0.0000170        0.824
-- metal layers --
metal / global-route usage, % / part of all wire (%) / wire (um) / up-vias
li1: - / - / - / 1451
met1: 15.4 / 53 / 3140 / 1223
met2: 15.7 / 44 / 2600 / 41
met3: 0.720 / 2.4 / 145 / 2
met4: 0.360 / 0.46 / 27 / 0
met5: 0 / 0 / 0 / -
-- worst max-delay path by stage --
stage,from,endpoint,cells after the start
final,Scan4Digit_inst.iCount16[15],Cd,5
after global routing,Scan4Digit_inst.iCount16[15],Ca,6
after CTS,Scan4Digit_inst.iCount16[14],Cd,5
Power figures rest on the tool's default switching activity, not on a simulated workload.
